### constraint.sdc
current_design data_memory

set clk_period 8.6
set clk_io_pct 0.2

create_clock -name clk0 -period $clk_period [get_ports {clk}]

set non_clock_inputs [all_inputs -no_clocks]
set_input_delay [expr $clk_period * $clk_io_pct] -clock clk0 $non_clock_inputs
set_output_delay [expr $clk_period * $clk_io_pct] -clock clk0 [all_outputs]
### design.v
module data_memory(input logic clk, reset,
						 input logic[31:0] A,		 
						 input logic[31:0] WD,		 
						 input logic WE,				 
						 output logic[31:0] RD,
						 output logic[31:0] prode	 
						 );	 
logic[31:0] memory[255:0];
assign prode = memory[1];
assign RD = memory[A];
always_ff @ (posedge clk or negedge reset)
	begin
		if (!reset) begin
			for (int i = 0; i < 256; i++) begin
				memory[i] <= i;
			end
		end
		else begin
			memory[A] <= WD;
		end
	end
endmodule
### config.mk
export PLATFORM = sky130hd
export DESIGN_NAME = data_memory
export DESIGN_NICKNAME = data_memory
export VERILOG_FILES = /design/flow/design.v
export SDC_FILE = /design/flow/constraint.sdc
export NUM_CORES = 4
export LEC_CHECK = 1
export CORE_UTILIZATION = 40
### run.sh
#!/bin/bash
# OpenROAD 26Q1-2900-gdf79404cd8, Yosys 0.63+post, stock flow scripts
make -C /OpenROAD-flow-scripts/flow DESIGN_CONFIG=/design/flow/config.mk WORK_HOME=/design/flow/orfs finish
==> metrics.yaml <==
placed_design:
  dp_cells: 37890
  numPortBuffers: 105
  globalplace.congestion: 1.021
  detailed_place_hpwl_mm: 1096
clocking:
  clock_sinks: 8192
  clkSlewWorstSetupHoldPaths_ps: 70
  clk_latency_ps: 1260
  tritoncts: "built"
  numCtsBuffers: 876
  clk_path_buf_depth: 5
  cts_max_level: 6
  root_buffer: "clkbuf_16"
run:
  drv_cap: 1
  warning_count: 257
floorplanning:
  die_area_mm2: 0.9046
  io_pins: 131
  die-width_um: 951.1
  initCoreUtil_pct: 40.13
  coreArea_mm2: 0.8978
  dieHeight_um: 951.1
  num_rows: 348
sta:
  slew_headroom_pct: -4.942
  drv_slew: 11
  whs_ps: 438.2
  timing.fmax_ghz: 0.1142
  setup_violations: 5
  fin_crit_sh_pct: 101.8
  fin_ws_ps: -154.3
  hold_viol_final: 0
  tns_ps: -344.8
  tightest_slew_ps: 1570
  clock_skew_ps: 0
  rsz0062_at_grt: "no"
  finalCriticalPeriod_ps: 8754
logic_synthesis:
  ys_sh_mux_pct: 25.69
  yosys-stat-area_mm2: 0.3603
  aoi_share_pct: 8.184
  synth-simple-area-share_pct: 5.562
  ys_seq_share_pct: 57.25
  synth.distinct_cells: 74
  syn_area_mm2: 0.3603
  edf_count: 0
  yosys_warnings: 2
  ys.flops: 8192
  postSynthCellCount: 26850
  synth_stat.cells: 26850
  top_logic_kind: "multiplexers"
  adder_share_pct: 0
  ys_sh_xor_pct: 0.007292
  synthFlopType: "dfrtp_1"
  avgSynthCellArea_um2: 13.42
  synthArstFlopShare_pct: 100.0
routing:
  vias: 257900
  wl_per_cell_um: 41.42
  final_antenna_net_count: 0
  via_per_inst: 6.498
  routed.top_layer: "met5"
  totalWireLength_mm: 1644
  drc_errors: 0
  wl_met1_mm: 556.1
  routed-wl-met2_mm: 658.9
  first_iter_violations: 24180
  first_pass_iters: 9
  wl_met3_mm: 269.5
setup_path:
  startpoint: "A[4]"
  worstReg2RegStart: "memory[1][8]"
  required_ps: 6880
  criticalPathCategory: "in2out"
  ff2ff_setup_slack_ps: 7230
  cp-start-kind: "primary input"
  cp_max_fo: 32
  worstSetupEndpointType: "output port"
  worstPathArrival_ps: 7030
min_path:
  hp-class: "in2async"
status:
  status: "complete, but fails checks"
  failed_checks: "capacitance limit, slew limit, setup timing"
pwr:
  powerDensity_mw_per_mm2: 213.2
  p_leak_uw: 0.1895
  irDropWorstVdd_v: 0.0002024
layout:
  fin_cells: 39700
  syn2layout_area_growth_pct: 15.99
  largest_register_ffs: 8192
  regMostFlops: "memory"
  reg_top3: "memory x8192"
  drive_gt1_share_pct: 47.01
global_routing:
  grt.total_usage_pct: 37.95
  grt_antenna_before_repair: 200
  grt_pass1_vias: 256500
  grt_pass1_wl_mm: 2227
  gr-total-overflow: 0
  grt_max_degree: 134
-- metal layers --
layer / up-vias / global-route usage [%]
li1: 101300 / -
met1: 136000 / 44.71
met2: 15240 / 49.15
met3: 5118 / 25.75
met4: 221 / 26.80
met5: - / 4.533
-- logic make-up after synthesis --
group,count (synthesis)
simple gates,3633
mux,8212
compound gates,3838
buf+inv,2975
flops,8192
xor+xnor,3
-- cell usage after synthesis (all sizes together) (55+ instances only) --
master   count  area [um^2]
nor2       364         1371
a221oi      85        744.5
a22oi     2346        17610
nand3     1484         7427
o22ai      350         2190
dfstp     1024        26910
nand2      198        743.2
nand4      553         3472
clkbuf    1900         7134
and3       413         2584
a22o       265         2321
nor3        67        335.3
buf       1072         4781
and4        55        484.2
a222oi     300         3003
a21oi      113        565.5
dfrtp     7168       179400
a2111oi    134         1186
or4         85        638.1
nor4       296         1852
mux2      8207        92510
-- power breakdown --
part / internal [uW] / switching [uW] / leakage, uW
Clock: 22400 / 16100 / 0.0142
Combinational: 3060 / 3960 / 0.0671
Sequential: 42000 / 1610 / 0.108
-- worst max-delay path: stages --
cell	delay (ps)
buf_4	430
buf_4	290
nand4bb_4	670
nor2_4	860
buf_4	430
nor4_1	80
nand4_1	120
a2111o_2	160
buf_4	500
nor4_1	200
a41oi_1	610
buf_4	320
clkdlybuf4s50_1	490
-- what timing repair did --
item                       in CTS  in global routing
pin swaps                       3                  4
setup endpoints to repair       5                  8
hold endpoints to repair        0                  0
hold buffers                    0                  0
cloned                          0                  2
resized                         7                  5
buffers inserted                6                  5
-- worst paths after layout --
| path | cells past startpoint | to |
|---|---|---|
| worst max register to register | 1 | memory[1][8] |
| worst min-delay path | 1 | memory[20][5] |
| worst max-delay path | 13 | RD[7] |
| max in group asynchronous | 4 | memory[149][1] |
| min in group clk0 | 1 | memory[209][17] |
| worst min register to register | 1 | memory[209][17] |
-- cells in the final DEF, fill, tap and decap left out, types with 18 or more instances in the layout --
cell,Yosys,layout
a2111oi_0,132,130
a21oi_1,113,113
a221oi_1,85,85
a222oi_1,300,300
a22o_1,265,265
a22oi_1,2346,2346
a2bb2oi_1,18,18
a31oi_1,42,32
and3_1,413,413
and4_1,54,52
buf_12,0,496
buf_4,21,1524
bufinv_16,0,46
clkbuf_1,1898,279
clkbuf_16,0,889
clkbuf_8,0,258
clkdlybuf4s50_1,0,60
clkinv_2,0,104
dfrtp_1,7168,7168
dfstp_2,1024,1024
diode_2,0,205
mux2_2,8181,8181
mux2_4,26,26
nand2_1,198,198
nand3_1,1484,1484
nand4_1,551,551
nor2_1,362,109
nor2_4,0,255
nor3_1,67,61
nor4_1,296,270
nor4_2,0,20
o2111ai_1,19,19
o211ai_1,51,51
o21ai_0,31,31
o221ai_1,22,22
o22a_1,26,26
o22ai_1,350,350
or3_1,21,20
or4_1,85,82
-- cell type report --
type                    count  area (um^2)
fillers                 76760       479900
flip-flops and latches   8192       206300
multi-input cells       15690       144900
clock buffers            1409        26610
repair buffers           2117        22490
well taps               11900        14890
clock inverters           182         2266
diodes                    205        513.0
inverters                   3        11.26
-- per-stage QoR --
stage          total power, uW  instance area, um^2  setup WS, ps  util, %
6_report                 89080               417900        -154.3    46.55
5_1_grt                  91570               417700         16.14    46.52
4_1_cts                  89220               417300        -4.322    46.48
3_5_place_dp             51110               388300        -425.7    43.25
3_3_place_gp             50790               388300        -431.1    43.25
2_1_floorplan            47600               360300          2697        -
No activity file was given, so power comes from the tool's default toggle rates.
