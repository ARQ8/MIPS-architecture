--- /design/flow/run.sh ---
#!/bin/bash
# OpenROAD 26Q1-2900-gdf79404cd8, Yosys 0.63+post, stock flow scripts
make -C /OpenROAD-flow-scripts/flow DESIGN_CONFIG=/design/flow/config.mk WORK_HOME=/design/flow/orfs finish
--- /design/flow/config.mk ---
export PLATFORM = sky130hd
export DESIGN_NAME = ALU
export DESIGN_NICKNAME = ALU
export VERILOG_FILES = /design/flow/design.v
export SDC_FILE = /design/flow/constraint.sdc
export NUM_CORES = 4
export LEC_CHECK = 1
export CORE_UTILIZATION = 30
--- /design/flow/constraint.sdc ---
current_design ALU

set clk_period 29.8
set clk_io_pct 0.2

create_clock -name clk0 -period $clk_period

set non_clock_inputs [all_inputs -no_clocks]
set_input_delay [expr $clk_period * $clk_io_pct] -clock clk0 $non_clock_inputs
set_output_delay [expr $clk_period * $clk_io_pct] -clock clk0 [all_outputs]
--- /design/flow/design.v ---
module ALU (input logic [31:0] SrcA,
				input logic [31:0] SrcB,
				input logic [2:0] ALUControl,
				output logic [31:0] ALUResult
				);
always_comb
	begin
		case (ALUControl)
			3'b010: ALUResult = SrcA + SrcB;
			3'b110: ALUResult = SrcA - SrcB;
			default: ALUResult = 0;
		endcase
	end				
endmodule
==> results_slide.txt <==
Key Metrics from the Run

Synthesis
  • Count leader, synth: a21oi_1
  • YS chip area: around 2700 µm²
  • Top area cell types: ha_1 (15%), a21oi_1 (8.5%), xnor2_1 (7.7%)
  • Yosys cell count: 414
  • Post-synth seq share: 0%
  • Synth top cells by count: a21oi_1 (46), nor2_1 (45), nand2_1 (33)
  • Cell area after synthesis: roughly 2700 µm²
  • Yosys warnings: 1
  • Mapped Cells: a little over 400
  • Avg Inst Size Synth: around 6.6 µm²
  • Netlist cell types: approximately 60
  • Cell taking the most area after synthesis: ha_1
  • Top area contributor share: between 10% and 20%

Setup path
  • Crit start category: primary input
  • Critical-path maximum fanout: 9
  • Critical Path AT: 10.46 ns
  • Req. time, crit path: roughly 24 ns
  • Critical Path Sink Type: primary output
  • WS Path Type: in -> out

Timing
  • Fin crit period: approximately 16 ns
  • RSZ-0062 raised after global routing: false
  • Final setup fails: 0
  • Period utilization: a little under three fifths
  • Final setup TNS: 0 ns
  • Hold Fails Final Rpt: 0
  • Max-Slew Margin vs Limit: slightly below 60%
  • Max Freq: around 60 MHz
  • Final Max Slew Viols: 0
  • Least-Margin Pin Slew: approximately 0.63 ns

Route
  • Vias/cell: approximately 5.3
  • Detailed Routing Iterations Pass 1: 4
  • Total number of vias: around 3,300
  • DRC viols: 0
  • DR WL/cell: 14.47 µm
  • Ant diodes: 0
  • Antenna Violating Nets Remaining: 0
  • DRT iter0 DRCs: 136
  • Total Wirelength: a little under 9000 µm

Die
  • Die width: approximately 97 µm
  • Ports: slightly below 100
  • Die height: about 100 µm
  • Core utilization before placement: a little under a third
  • Row count: 34
  • DIE AREA: 9464 µm²
  • Placeable Area: between 8000 and 9000 µm²

Power and ir drop
  • Worst vdd ir: 0.007913 mV
  • Leakage: between 1.5 and 2 nW
  • Pwr dens: approximately 21 nW/µm²

Run
  • Total of max-cap violations: 0
  • Tool Warnings: 32

Final layout
  • Register area: 0 µm²
  • Post-Layout Cell Count: around 610
  • Fill count: 892
  • Share of layout cells above drive strength 1: 3.785%
  • P&R area growth vs syn: 39.96%
  • Layout clock buffer count: 0
  • Flop count: 0

GRT
  • Initial antenna violation count: 0
  • GRT Residual Overflow: 0
  • First-pass GRT wire length: 14,350 µm
  • GRT Overall Usage: a little under a fifth
  • Vias in the first global route: 3,007
  • Largest net degree at the start of global routing: ~40

Place
  • GPL Wtd Cong: about 0.88
  • Cells after DPL: ~610
  • DP Wirelength: ~7600 µm
  • PortBufs: ~99

Run status
  • Outcome: finished, final reports clean

Clock network
  • Post-cts resize count: 0
  • Post-CTS setup buffers: 0
  • CTS Hold Bufs: 0

Hold path
  • Hold Path Class: in -> out
kinds of logic after synthesis:
family                   count (synthesis)  synth area share (%)
AND/OR/NAND/NOR                        184                 36.56
AND-OR/OR-AND                          129                 30.41
XOR/XNOR                                44                 14.15
adder cells (fa/ha/maj)                 33                 15.43
buffers and inverters                   24                 3.445
layout by cell type (no fill, tap or decap), types with 11 or more instances in the layout:
| master | instances |
|---|---|
| a21oi_1 | 46 |
| clkdlybuf4s50_1 | 99 |
| ha_1 | 32 |
| inv_1 | 11 |
| nand2_1 | 33 |
| nand3_1 | 21 |
| nor2_1 | 45 |
| nor3_1 | 22 |
| o21ai_0 | 21 |
| xnor2_1 | 24 |
| xor2_1 | 20 |
worst max-delay path: stages:
cell	delay (ns)
clkdlybuf4s50_1	0.45
or4_4	0.58
or4_4	0.46
nor3_4	0.19
nand2_2	0.13
o21ai_1	0.16
xor2_1	0.17
ha_1	0.35
a21oi_1	0.18
o21ai_0	0.16
a21oi_1	0.16
nor2_1	0.06
o41a_1	0.38
or4_1	0.52
nand3_1	0.10
clkdlybuf4s50_1	0.46
cell type report:
class	instances	area (µm²)	area share, %
repair buffers	101	1006	26.39
multi-input cells	390	2630	68.99
inverters	11	41.29	1.083
well taps	108	135.1	3.544
path summary, 6_finish.rpt:
kind	startpoint	end	slack, ns	cells after the start
worst max-delay path	SrcB[8]	ALUResult[29]	13.38	16
worst min-delay path	SrcA[0]	ALUResult[0]	12.91	5
per-layer routing:
layer / wire length, µm / GRT usage [%] / vias to the layer above
li1: - / - / 1721
met1: 4682 / 29.44 / 1451
met2: 3720 / 28.17 / 85
met3: 370 / 0.8785 / 4
met4: 55 / 1.471 / 0
met5: 0 / 0 / -
through the flow:
stage | power (mW) | area [µm²] | worst slack, ns | util (%) | hold slack [ns]
2_1_floorplan | 0.04869 | 2724 | 14.56 | - | 12.04
3_3_place_gp | 0.07928 | 3812 | 13.46 | 43.50 | 12.92
3_5_place_dp | 0.07954 | 3812 | 13.41 | 43.50 | 12.92
4_1_cts | 0.07989 | 3812 | 13.40 | 43.50 | 12.92
5_1_grt | 0.08902 | 3812 | 13.07 | 43.50 | 12.95
6_report | 0.08022 | 3812 | 13.38 | 43.50 | 12.91
where the power goes:
group	leakage (nW)	total [mW]	switching [mW]	internal [mW]
Combinational	1.52	0.0802	0.0405	0.0397
Clock	0	0	0	0
Sequential	0	0	0	0
Total	1.52	0.0802	0.0405	0.0397
Power figures rest on the tool's default switching activity, not on a simulated workload.
