File: ./design.v
module register_file(input logic clk, rst,
							input logic [4:0] A1, A2, A3,		 
							input logic [31:0] WD3,				 
							input logic WE3,						 
							output logic [31:0] RD1,			 
							output logic [31:0] RD2,			 
							output logic [31:0] prode			 
							);
logic [31:0] rf_regs [31:0];
assign prode = rf_regs[1];
assign RD1 = rf_regs[A1];
assign RD2 = rf_regs[A2];
always_ff@ (posedge clk or negedge rst)
begin
	if (!rst) begin
		for (int i = 0; i < 32; i++) begin
			rf_regs[i] <= i;
		end
	end
	else begin
		rf_regs[A3] <= WD3;
	end
end
endmodule
File: ./run.sh
#!/bin/bash
# OpenROAD 26Q1-2900-gdf79404cd8, Yosys 0.63+post, stock flow scripts
make -C /OpenROAD-flow-scripts/flow DESIGN_CONFIG=/design/flow/config.mk WORK_HOME=/design/flow/orfs finish
File: ./config.mk
export PLATFORM = sky130hd
export DESIGN_NAME = register_file
export DESIGN_NICKNAME = register_file
export VERILOG_FILES = /design/flow/design.v
export SDC_FILE = /design/flow/constraint.sdc
export NUM_CORES = 4
export LEC_CHECK = 1
export CORE_UTILIZATION = 50
File: ./constraint.sdc
current_design register_file

set clk_period 19.2
set clk_io_pct 0.2

create_clock -name clk0 -period $clk_period [get_ports {clk}]

set non_clock_inputs [all_inputs -no_clocks]
set_input_delay [expr $clk_period * $clk_io_pct] -clock clk0 $non_clock_inputs
set_output_delay [expr $clk_period * $clk_io_pct] -clock clk0 [all_outputs]
==> impl_metrics.py <==
# Metrics from the implementation run
metrics = {
    "placement": {
        "place_congestion": 1.077,
        "place_hpwl_um": 158700,
        "port_buffers": 144,
        "dp_slack_ns": 7.216,
    },
    "critical_path": {
        "ff2ff_path_depth": 1,
        "worstPathArrival_ns": 8.56,
        "crit_buf_inv": 4,
        "rrSetupSlack_ns": 18.26,
        "cp_slowest_stage_delay_ns": 0.87,
        "required_ns": 15.36,
        "cp_max_fo": 30,
        "timing.rr.end": "rf_regs[1][19]",
        "cp-start-kind": "primary input",
        "path_common_cell": "buf_4",
        "worst_setup_path_end_kind": "output pin",
        "critical_path.top_delay_family": "buffers and inverters",
        "crit_chain": "buf_2 -> buf_4 -> nand3b_1 -> nor2_4 -> buf_4 -> a221oi_1 -> and3_1 -> a31oi_1 -> clkdlybuf4s50_1",
        "critical_path_class": "primary input to output pin",
        "reg2reg_from": "rf_regs[1][19]",
        "slowest_stage": "nor2_4",
    },
    "power_and_ir_drop": {
        "power.total_uw": 6536,
        "intPower_uw": 4627,
        "powerDensity_mw_per_mm2": 110.5,
        "clockPowerShare": 0.350,
        "sequentialPowerShare": 0.484,
        "ir_drop_v": 0.00008402,
        "p_sw_uw": 1909,
        "combPwrFrac": 0.166,
        "swShare": 0.2920,
        "leakage_uw": 0.02438,
    },
    "final_timing": {
        "worst_pin_slew_ns": 1.278,
        "hold_viol_final": 0,
        "fin_crit_ns": 12.40,
        "fin_ws_ns": 6.804,
        "slew_violations": 0,
        "setup_violations": 0,
        "fin_setup_tns_ns": 0,
        "holdWs_ns": 0.5194,
        "period_used_share": 0.6456,
        "maxSlewHeadroom": 0.1462,
        "skew_ns": 0,
        "max_freq_mhz": 80.67,
        "rsz0062_at_grt": "false",
    },
    "synthesis": {
        "syn-instance-count": 4324,
        "yosys_cells": 4324,
        "synthArstFlopShare": 1.000,
        "ys_types": 69,
        "yosys_warnings": 2,
        "ys_chip_area_sq_mm": 0.05156,
        "synth.avg_cell_area_sq_um": 11.92,
        "syn_area_sq_mm": 0.05156,
        "ys_seq_elements": 1024,
        "dominantRegCellSynth": "dfrtp_1",
        "ys_seq_share": 0.4990,
        "synth-edff-count": 0,
    },
    "global_routing": {
        "grt-ovfl-total": 0,
        "grt_pass1_vias": 44520,
        "grt_pass1_wl_um": 369800,
        "grt_max_degree": 126,
        "grt_use_total": 0.5527,
        "antenna_found_initial": 29,
    },
    "clock_network": {
        "cts_inserted_buffers": 112,
        "cts_tree": "done",
        "cts_root_buffer": "clkbuf_16",
        "cts_resized": 0,
        "cts-htree-levels": 3,
        "cts_setup_buffers": 0,
        "cts_buffer_depth": 3,
        "cts.reportedPaths.clkPinSlew_ns": 0.07,
        "holdBufCountCts": 0,
        "insertion_delay_ns": 0.71,
        "clock_sinks": 1024,
    },
    "min_path": {
        "holdPathStages": 2,
        "worstHoldPathType": "flop to flop",
        "min-delay-start": "rf_regs[7][1]",
        "min_to": "rf_regs[7][1]",
    },
    "finish": {
        "max_flop_register": "rf_regs",
        "reg_top3": "rf_regs: 1024 flops",
        "comb_area_sq_mm": 0.02454,
        "drive_gt1_frac": 0.3709,
        "layout_top_cells": "mux2_2 (1,038), dfrtp_1 (944), a22oi_1 (648), buf_4 (244), nand2_1 (168)",
        "syn_to_final_growth_pct": 14.75,
        "ff_latch_area_sq_mm": 0.02572,
        "largest_reg_flops": 1024,
        "layout_top_cell": "mux2_2",
        "final.fill_count": 8395,
    },
    "detailed_routing": {
        "drcViolationCount": 0,
        "postRouteAntennaNets": 0,
        "post_drt_via_cell_ratio": 7.826,
        "vias": 46070,
        "drtPass1Iterations": 10,
        "wl_per_cell_um": 46.49,
        "dr.first_iter.drc_count": 5959,
        "drt_wl_total_um": 273600,
    },
    "die": {
        "num_rows": 117,
        "dieArea_sq_mm": 0.1044,
        "ioPinCount": 146,
        "die_h_um": 323.1,
        "core_sq_mm": 0.1020,
        "dieWidth_um": 323.1,
        "fp_util": 0.5053,
    },
    "job": {
        "drv_cap": 0,
        "warnings": 35,
    },
    "run_status": {
        "status": "complete, no violations",
    },
}
==> kinds of logic after synthesis <==
| kind of cell | after synthesis | synth area share |
|---|---|---|
| compound gates | 1071 | 0.1591 |
| simple gates | 717 | 0.07113 |
| mux | 1078 | 0.2348 |
| buf+inv | 434 | 0.03606 |
| flops | 1024 | 0.4990 |
==> metrics by stage <==
stage	utilization	std cells	instance area [sq um]
3_3_place_gp	0.5418	5654	55280
6_report	0.5798	5886	59160
2_1_floorplan	-	4324	51560
3_5_place_dp	0.5418	5654	55280
5_1_grt	0.5792	5862	59100
4_1_cts	0.5792	5860	59100
==> how the worst max path moves through the flow <==
stage,startpoint,to,slack [ns],cells past startpoint
6_report,A2[3],RD2[10],6.80,9
5_1_grt,A1[2],RD1[10],7.05,11
4_1_cts,A2[3],RD2[10],7.20,9
==> metal layers <==
layer,global-route usage,share of wire
met5,0.03056,0.0026
met1,0.6754,0.33
met2,0.6959,0.39
met4,0.3806,0.099
met3,0.3802,0.18
==> power groups by stage <==
stage	Sequential, uW	Clock (uW)	Combinational, uW
5_1_grt	3220	2360	1140
6_report	3170	2290	1080
4_1_cts	3140	2280	1060
==> cells in the mapped netlist, types with 5 or more instances <==
cell type	count	area, sq um
mux2_2	1038	11690
dfrtp_1	944	23620
a22oi_1	648	4865
clkbuf_1	253	949.7
nand2_1	181	679.4
nor2_1	140	525.5
nand4_1	116	725.7
buf_2	110	550.5
a22o_1	90	788.3
dfstp_2	80	2102
a221oi_1	75	656.9
a21oi_1	70	350.3
nor3_1	68	340.3
nand3_1	57	285.3
buf_1	44	165.2
mux2i_1	38	380.4
o21ai_0	34	170.2
nor4_1	26	162.7
a222oi_1	25	250.2
a32oi_1	20	175.2
nor2b_1	19	118.9
and3_1	16	100.1
nand2b_1	16	100.1
o22a_1	15	131.4
buf_4	14	105.1
nand3b_1	11	82.58
nor3_2	11	110.1
and2_1	10	62.56
o32a_1	10	100.1
a31oi_1	9	56.30
a2111oi_0	8	70.07
a32o_1	8	80.08
a221o_1	7	70.07
a2bb2oi_1	7	61.31
inv_1	7	26.28
o2bb2ai_1	7	61.31
or3_1	7	43.79
a211oi_1	6	45.04
nor2_2	6	37.54
o31ai_1	6	45.04
buf_6	5	56.30
nor3b_1	5	37.54
or2_2	5	31.28
==> final cells by class <==
| class | count | share of cell area |
|---|---|---|
| repair buffers | 388 | 0.05541 |
| clock buffers | 162 | 0.05480 |
| inverters | 8 | 0.0005499 |
| diodes | 26 | 0.001100 |
| clock inverters | 44 | 0.009644 |
| multi-input cells | 2866 | 0.4147 |
| flip-flops and latches | 1024 | 0.4348 |
| well taps | 1368 | 0.02893 |
Power figures rest on the tool's default switching activity, not on a simulated workload.
